--- ./design.v ---
module transmitter (
    input clk,
    input rstn,
    input start,
    input [6:0] data_in,
    output reg serial_out
);
    localparam RESET                = 3'd0;
    localparam AGUARDA_START_BIT    = 3'd1;
    localparam START_BIT            = 3'd2;
    localparam ENVIA_DADOS          = 3'd3;
    localparam FINALIZA_ENVIO_DADOS = 3'd4;
    reg [2:0] estado;
    reg [2:0] proximo_estado;
    reg [3:0] contador_bit;
    reg [7:0] buffer_dados;
    always @(posedge clk or negedge rstn) begin
        if (!rstn) begin
            estado = RESET;
        end else begin
            estado = proximo_estado;
        end
    end
    always @(estado) begin
        case (estado)
            RESET: begin
                proximo_estado = AGUARDA_START_BIT;
            end
            AGUARDA_START_BIT: begin
                proximo_estado = !start ? START_BIT : AGUARDA_START_BIT;
            end
            START_BIT: begin
                proximo_estado = ENVIA_DADOS;
            end
            ENVIA_DADOS: begin
                proximo_estado = contador_bit >= 8 ? FINALIZA_ENVIO_DADOS : ENVIA_DADOS;
            end
            FINALIZA_ENVIO_DADOS: begin
                proximo_estado = AGUARDA_START_BIT;
            end
        endcase
    end
    always @(posedge clk) begin
        case (estado)
            RESET: begin
                buffer_dados = 8'b00000000;
                serial_out   = 8'b11111111;
            end
            AGUARDA_START_BIT: begin
            end
            START_BIT: begin
                contador_bit = 4'b0000;
                buffer_dados = {(^data_in), data_in};
                serial_out   = 1'b0;
            end
            ENVIA_DADOS: begin
                contador_bit <= contador_bit+1;  
                if (contador_bit < 8) begin
                    serial_out = buffer_dados[contador_bit];
                end else begin
                    serial_out = 1'b1;
                end
            end
            FINALIZA_ENVIO_DADOS: begin
                serial_out = 1'b0;
            end
        endcase
    end
endmodule
--- ./run.sh ---
#!/bin/bash
# OpenROAD 26Q1-2900-gdf79404cd8, Yosys 0.63+post, stock flow scripts
make -C /OpenROAD-flow-scripts/flow DESIGN_CONFIG=/design/flow/config.mk WORK_HOME=/design/flow/orfs finish
--- ./config.mk ---
export PLATFORM = sky130hd
export DESIGN_NAME = transmitter
export DESIGN_NICKNAME = transmitter
export VERILOG_FILES = /design/flow/design.v
export SDC_FILE = /design/flow/constraint.sdc
export NUM_CORES = 4
export LEC_CHECK = 1
export CORE_AREA = 10 10 80 80
export DIE_AREA = 0 0 90 90
--- ./constraint.sdc ---
current_design transmitter

set clk_period 2.2
set clk_io_pct 0.2

create_clock -name clk0 -period $clk_period [get_ports {clk}]

set non_clock_inputs [all_inputs -no_clocks]
set_input_delay [expr $clk_period * $clk_io_pct] -clock clk0 $non_clock_inputs
set_output_delay [expr $clk_period * $clk_io_pct] -clock clk0 [all_outputs]
==> results.tsv <==
metric	value	unit
vias	518	
layout_top_cell	edfxtp_1	
core	4720	sq um
aoi_share	0.0590	
drive_gt1_frac	0.114	
top_area_cell	edfxtp_1	
cellPowerDensity	533	nW/um^2
die_x	90	um
row_count	25	
ys_area	891	sq um
setup_viol	0	
max_stage_delay	0.47	ns
finalPower	586	uW
topCellsByArea	edfxtp_1 (44%), dfrtp_1 (8.4%), xnor3_1 (5.1%), dlxtn_1 (5.1%), and2_1 (4.9%)	
routedWlPerCell	9.19	um
critical-path-top-delay-family	XOR/XNOR gates	
adder_share	0.0281	
netlist_area	891	sq um
io_buffers	10	
swShare	0.173	
yosysTopAreaCellShare	0.438	
finalHoldViolations	0	
fin_skew	0.00292	ns
relSlewSlack	0.587	
status	finished clean	
cts_resized	0	
grt-ovfl-total	0	
ys_ff	19	
min_period_over_period	0.729	
crit_cells	4	
mux_area_frac	0.0646	
critPathMostFrequentCell	xnor3_1	
first_iter_violations	26	
unclocked_pins	3	
logic_family	simple AND/OR/NAND/NOR gates	
syn_to_final_growth	23.5	%
p_clk_frac	0.368	
startpoint_type	input pin	
maxCapViolCount	0	
antenna_found_initial	0	
post-cts-setup-buffers	0	
final_area	1100	sq um
synthSimpleGateAreaFrac	0.146	
path_class	in2reg	
met2_usage	0.0527	
ys.flop_type	edfxtp_1	
cts_tree	yes	
p_int	485	uW
vias_per_cell	3.55	
lay_top_cells	edfxtp_1 (13), clkdlybuf4s50_1 (10), and2_1 (7)	
cts_hold_buf	0	
cp-startpoint	data_in[1]	
worstPathArrival	1.59	ns
required	2.18	ns
ys_types	31	
setup.worst_path.end_class	flip-flop	
first_pass_iters	4	
numCtsBuffers	3	
die_h	90	um
rsz0062_at_grt	false	
htree_levels	1	
power.share.combinational	0.076	
syn_inst	68	
fp_util	0.189	
reg2reg_depth	3	
yosysWarnings	1	
leakage	0.000418	uW
warnings	27	
dp.final_hpwl	1.09	mm
period_needed	1.60	ns
endpoint	buffer_dados[7]$_SDFFCE_PN0P_	
r2r_start	contador_bit[0]$_SDFFCE_PN0P_	
worstPathCellList	clkdlybuf4s50_1 > xnor3_1 > xnor3_1 > nor3_2	
syn_area_per_cell	13.1	sq um
totalWireLength	1.34	mm
grt_use_total	0.0322	
synth-edff-count	13	
critPathMaxFanout	2	
cts_max_path_buffers	2	
reg2reg_setup_slack	0.72	ns
sequentialPowerShare	0.556	
tns	0	ns
ioPinCount	11	
crit_buf_inv	1	
untimed_endpoints	6	
use_met3	0.00922	
use_met1	0.0395	
grt_pass1_vias	519	
grt_pass1_wl	2.26	mm
fmax	624	MHz
ctsRootBufferMaster	clkbuf_8	
final-instance-count-excl-fill	146	
gp_congestion	0.769	
drc_errors	0	
grt_busiest_layer	met2	
switching_power	101	uW
dieArea	8100	sq um
clk_latency	0.24	ns
insertedDiodeCount	0	
vdd_drop_max	192	uV
hold_class	in2async	
rr_endpoint	serial_out$_DFFE_PP_	
grt_max_degree	13	
dp_cells	142	
xor_share	0.0899	
crit_slowest_cell	clkdlybuf4s50_1	
worst_pin_slew	0.618	ns
drv_slew	0	
synth_stat.cells	68	
ant_nets	0	
async_flop_share	0.158	
cts.clk_slew.worst_paths	0.06	ns
dpl_cell_area	1050	sq um
## registers in the layout (all words and copies together), names as in the netlist
signal / cells
proximo_estado: 3
estado: 3
buffer_dados: 8
contador_bit: 4
serial_out: 1
## logic make-up after synthesis
group                      count (synthesis)
and+or+nand+nor                           23
DFF                                       16
AOI/OAI and AO/OA                          7
buffers and inverters                      7
xor gates and xnor gates                   6
muxes                                      4
latches                                    3
adders and majority gates                  2
## cells in the mapped netlist (all sizes together) (3+ instances only)
cell	instances
and2	7
dfrtp	3
dlxtn	3
nor2	5
edfxtp	13
inv	4
nand2	3
## per-layer routing
metal	share of wire	up-vias	wire, um
li1	-	260	-
met1	0.44	244	587
met2	0.47	10	635
met3	0.049	4	66
met4	0.040	0	54
met5	0	-	0
## through the flow
stage               hold slack (ns)  setup WS (ns)   util
floorplan                     0.144          0.781      -
global placement              0.631          0.375  0.223
detailed placement            0.632          0.353  0.223
CTS                           0.370          0.592  0.233
global route                  0.382          0.558  0.233
finish                        0.372          0.597  0.233
## worst min-delay path by stage
stage	to	slack, ns	cells after the start
6_report	estado[0]$_DFF_PN0_	0.37	1
5_1_grt	estado[1]$_DFF_PN0_	0.38	1
4_1_cts	estado[0]$_DFF_PN0_	0.37	1
## layout make-up
| type | count | area [sq um] |
|---|---|---|
| inverters | 4 | 15.0 |
| fillers | 485 | 3620 |
| clock buffers | 4 | 45.0 |
| multi-input cells | 42 | 345 |
| repair buffers | 10 | 100 |
| well taps | 67 | 83.8 |
| flip-flops and latches | 19 | 510 |
## power by group through the flow
stage	Combinational (uW)	Sequential (uW)	Clock [uW]
6_report	44.4	326	216
5_1_grt	47.9	326	236
4_1_cts	45.1	326	223
## worst register-to-register path: stages (launching register included)
cell and delay, ns:
edfxtp_1 0.52, mux2_4 0.35, a311oi_2 0.25, a31oi_1 0.12
Power figures rest on the tool's default switching activity, not on a simulated workload.
