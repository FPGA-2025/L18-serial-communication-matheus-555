[config.mk]
export PLATFORM = sky130hd
export DESIGN_NAME = receiver
export DESIGN_NICKNAME = receiver
export VERILOG_FILES = /design/flow/design.v
export SDC_FILE = /design/flow/constraint.sdc
export NUM_CORES = 4
export LEC_CHECK = 1
export CORE_AREA = 10 10 83 83
export DIE_AREA = 0 0 93 93
[constraint.sdc]
current_design receiver

set clk_period 1.7
set clk_io_pct 0.2

create_clock -name clk0 -period $clk_period [get_ports {clk}]

set non_clock_inputs [all_inputs -no_clocks]
set_input_delay [expr $clk_period * $clk_io_pct] -clock clk0 $non_clock_inputs
set_output_delay [expr $clk_period * $clk_io_pct] -clock clk0 [all_outputs]
[design.v]
module receiver (
    input clk,
    input rstn,
    output ready,
    output [6:0] data_out,
    output parity_ok_n,
    input serial_in
);
    reg [3:0] contador_bit;
    reg [7:0] buffer_dados;
    reg recebendo_dados;
    reg _ready;
    reg [6:0] _data_out;
    reg _parity_ok_n;
    always @(posedge clk or negedge rstn) begin
        if (!rstn) begin
            recebendo_dados = 0;
            contador_bit = 4'b0000;
            buffer_dados = 8'b00000000;
            _data_out = 7'b0000000;
            _ready = 0;
            _parity_ok_n = 1;
        end else begin
            _ready = 0;
            if(!recebendo_dados) begin
                if (!serial_in) begin
                    contador_bit = 4'b0000;
                    recebendo_dados = 1;
                end
            end else begin
                contador_bit <= contador_bit+1;  
                if (contador_bit < 8) begin
                    buffer_dados = {serial_in, buffer_dados[7:1]};
                end else begin
                    _data_out = buffer_dados[6:0];
                    _parity_ok_n = ^{buffer_dados[7:0]};
                    _ready = 1;
                    recebendo_dados = 0;
                end
            end
        end
    end
    assign ready       = _ready;
    assign data_out    = _data_out;
    assign parity_ok_n = _parity_ok_n;
endmodule
[run.sh]
#!/bin/bash
# OpenROAD 26Q1-2900-gdf79404cd8, Yosys 0.63+post, stock flow scripts
make -C /OpenROAD-flow-scripts/flow DESIGN_CONFIG=/design/flow/config.mk WORK_HOME=/design/flow/orfs finish
==> impl_metrics.csv <==
group,metric,value,unit
final_timing,final_hold_viol_count,0,
placed_design,port_buffers,11,
power,powerDensity,2100,nW/um^2
clock_network,h-tree-depth,1,
synthesis,post_synth_num_cell_types,17,
grt,use_met1,4.96,%
drt,wl_per_cell,10.6,um
placed_design,place.gp.congestion,0.668,
drt,n_antenna_cell,0,
clock_network,cts.sinks,22,
synthesis,synth_warnings,1,
synthesis,synthArstFlopShare,100,%
drt,viasPerCell,3.41,
worst_setup_path,required,1360,ps
drt,initialDrtViolationCount,6,
clock_network,clock_latency,260,ps
grt,grt_pass1_vias,526,
worst_setup_path,critical_path.slowest_cell,"dfstp_2",
status,run_status,"finished clean",
synthesis,yosys.area_share.simple,3.50,%
final_timing,fin_tns_setup,0,ps
final_timing,tightest_slew,371,ps
grt,grt_first_pass_wirelength,2.58,mm
final_timing,setup_viol,0,
floorplanning,die_w,93,um
floorplanning,core,5140,um^2
finish,area_growth,28.5,%
run,cap_violations,0,
run,tool_warnings,25,
worst_setup_path,cp-end-kind,"primary output",
finish,fin_util,22.4,%
clock_network,cts-root-buf,"clkbuf_8",
final_timing,period_used_share,93.5,%
worst_setup_path,max_stage_delay,530,ps
synthesis,synth-main-ff-cell,"dfrtp_1",
drt,drt-total-wl,1.53,mm
synthesis,synth.most_common_cell,"dfrtp_1",
synthesis,ys_seq_share,61.7,%
synthesis,ys_chip_area,895,um^2
clock_network,postCtsHoldBufs,0,
grt,met3_usage,1.86,%
finish,drive_above_1_share,29.3,%
synthesis,ys_cells,60,
grt,met2_usage,5.43,%
drt,dr_total_vias,494,
clock_network,cts_tree,"built",
grt,grt_max_degree,23,
synthesis,mux_area_share,20.1,%
synthesis,synthesis.instances,60,
drt,drtAntennaViolNets,0,
synthesis,avgSynthCellArea,14.9,um^2
synthesis,ys_sh_xor,8.81,%
final_timing,slew_violations,0,
clock_network,cts_resized,0,
clock_network,cts_max_path_buffers,2,
final_timing,relSlewSlack,75.3,%
worst_setup_path,cp_top_family,"flip-flops",
hold_path,min_path_type,"in2async",
drt,drcViolationCount,0,
clock_network,clkTransAtPathRegs,80,ps
floorplanning,fp_util,17.4,%
grt,grt_antenna_before_repair,0,
worst_setup_path,worstPathCellList,"clkdlybuf4s50_1",
grt,grt_busiest_layer,"met2",
finish,finalNonFillerCells,145,
synthesis,edf_count,0,
worst_setup_path,path_class,"reg2out",
synthesis,yosys.area_share.aoi,3.50,%
clock_network,post_cts_buffers,0,
placed_design,post-place-cells,141,
grt,grt_usage,3.68,%
final_timing,max_freq,629,MHz
synthesis,top_cells_by_area,"dfrtp_1 (59%), mux2_2 (19%), xnor2_1 (7.8%), dfstp_2 (2.9%), a22o_1 (2.9%)",
final_timing,finalCriticalPeriod,1590,ps
worst_setup_path,cp.buffers_inverters,1,
synthesis,syn-cell-area,895,um^2
final_timing,whs,435,ps
worst_setup_path,start_kind,"register",
floorplanning,pin_count,12,
worst_setup_path,cp.arrival,1250,ps
synthesis,ys_sh_adder,1.40,%
synthesis,synth_flops,22,
floorplanning,rows,26,
power,ir_drop,849,uV
power,p_leak,0.467,nW
placed_design,pre_cts_slack,306,ps
clock_network,numCtsBuffers,3,
drt,first_pass_iters,3,
final_timing,fin_ws,111,ps
final_timing,rsz0062_at_grt,"false",
synthesis,topCombFamilyByArea,"multiplexers",
synthesis,top_area_cell,"dfrtp_1",
final_timing,finClkSkew,3.04,ps
placed_design,dp_hpwl,1.11,mm
floorplanning,die_area,8650,um^2
floorplanning,die_h,93,um
synthesis,synth_top_area_share,58.7,%
worst_setup_path,critical_path_peak_fanout,2,
grt,grt_overflow,0,
synthesis,ys_top_cells_by_count,"dfrtp_1 (21), mux2_2 (15), xnor2_1 (8)",
[logic make-up after synthesis]
| family | after synthesis |
|---|---|
| xor+xnor | 9 |
| buf+inv | 2 |
| mux | 16 |
| compound gates | 4 |
| simple gates | 6 |
| fa+ha+maj | 1 |
| flops | 22 |
[path summary, 6_finish.rpt]
check	end	slack [ps]	cells after the start	startpoint
setup / recovery	parity_ok_n	110	1	_parity_ok_n$_DFFE_PN1P_
hold / removal	buffer_dados[3]$_DFFE_PN0P_	440	2	rstn
setup reg to reg	buffer_dados[2]$_DFFE_PN0P_	420	2	recebendo_dados$_DFF_PN0_
hold reg to reg	_parity_ok_n$_DFFE_PN1P_	460	2	_parity_ok_n$_DFFE_PN1P_
max in group asynchronous	_parity_ok_n$_DFFE_PN1P_	990	2	rstn
min in group clk0	_parity_ok_n$_DFFE_PN1P_	460	2	_parity_ok_n$_DFFE_PN1P_
[sequential cells by signal, summed over array words and instances, names as in the netlist]
name / flops
buffer_dados: 8
_data_out: 7
contador_bit: 4
_parity_ok_n: 1
_ready: 1
recebendo_dados: 1
[placed cells by master (no fill, tap or decap)]
cell	count
a22o_1	3
buf_4	1
clkbuf_8	4
clkdlybuf4s50_1	11
dfrtp_1	21
dfstp_2	1
ha_1	1
inv_1	1
mux2_1	1
mux2_2	15
nand2_1	1
nand2_2	1
nand2b_1	1
nand3_1	1
nor2_1	1
nor2b_1	1
o21ai_1	1
xnor2_1	8
xor2_1	1
[through the flow]
step / total power (W) / cell area [um^2]
floorplan: 0.00171 / 895
global placement: 0.00203 / 1090
detailed placement: 0.00209 / 1090
CTS: 0.00246 / 1150
global route: 0.00261 / 1150
finish: 0.00242 / 1150
[power by group]
part	switching, W	total, W	internal [W]
clock network	0.000161	0.000367	0.000206
registers	0.000216	0.00102	0.000801
logic	0.000347	0.00104	0.000690
total	0.000723	0.00242	0.00170
[metal layers]
layer	vias up	wire length, um
met2	10	667
li1	236	-
met4	0	9
met1	246	737
met3	2	119
met5	-	0
[cell type report]
class,count,area (um^2)
clock buffers,4,55.1
fillers,566,3990
inverters,1,3.75
multi-input cells,36,334
flip-flops and latches,22,552
well taps,70,87.6
repair buffers,12,118
No activity file was given, so power comes from the tool's default toggle rates.
